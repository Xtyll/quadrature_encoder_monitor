File: /design/flow/run.sh
#!/bin/bash
# OpenROAD 26Q1-2900-gdf79404cd8, Yosys 0.63+post, stock flow scripts
make -C /OpenROAD-flow-scripts/flow DESIGN_CONFIG=/design/flow/config.mk WORK_HOME=/design/flow/orfs finish
File: /design/flow/config.mk
export PLATFORM = sky130hd
export DESIGN_NAME = encoder_emulator_wrap
export DESIGN_NICKNAME = encoder_emulator_wrap
export VERILOG_FILES = /design/flow/design.v
export SDC_FILE = /design/flow/constraint.sdc
export NUM_CORES = 4
export LEC_CHECK = 1
export CORE_UTILIZATION = 40
export SYNTH_HDL_FRONTEND = slang
File: /design/flow/constraint.sdc
current_design encoder_emulator_wrap

set clk_period 5.4
set clk_io_pct 0.2

create_clock -name clk0 -period $clk_period [get_ports {clk}]

set non_clock_inputs [all_inputs -no_clocks]
set_input_delay [expr $clk_period * $clk_io_pct] -clock clk0 $non_clock_inputs
set_output_delay [expr $clk_period * $clk_io_pct] -clock clk0 [all_outputs]
File: /design/flow/design.v
interface IAXILite #(
  parameter ADDR_WIDTH = 16,
  parameter DATA_WIDTH = 32
);
  // synthesis translate_off
  logic clk;
  // synthesis translate_on
  logic [ADDR_WIDTH - 1    :0] AWADDR;
  logic [2:0]                  AWPROT;
  logic                        AWVALID;
  logic                        AWREADY;
  logic [DATA_WIDTH - 1    :0] WDATA;
  logic [DATA_WIDTH / 8 - 1:0] WSTRB;
  logic                        WVALID;
  logic                        WREADY;
  logic [1:0]                  BRESP;
  logic                        BVALID;
  logic                        BREADY;
  logic [ADDR_WIDTH - 1    :0] ARADDR;
  logic [2:0]                  ARPROT;
  logic                        ARVALID;
  logic                        ARREADY;
  logic [DATA_WIDTH - 1    :0] RDATA;
  logic [1:0]                  RRESP;
  logic                        RVALID;
  logic                        RREADY;
  modport out (
    input AWREADY, WREADY, BRESP, BVALID, ARREADY, RDATA, RRESP, RVALID,
    output AWADDR, AWPROT, AWVALID, WDATA, WSTRB, WVALID, BREADY, ARADDR, ARPROT, ARVALID, RREADY
  );
  modport in (
    input AWADDR, AWPROT, AWVALID, WDATA, WSTRB, WVALID, BREADY, ARADDR, ARPROT, ARVALID, RREADY,
    output AWREADY, WREADY, BRESP, BVALID, ARREADY, RDATA, RRESP, RVALID
  );
  // synthesis translate_off
  task master_init();
    AWADDR  = 'b0;
    AWPROT  = 'b0;
    AWVALID = 'b0;
    WDATA   = 'b0;
    WSTRB   = 'b0;
    WVALID  = 'b0;
    BREADY  = 'b0;
    ARADDR  = 'b0;
    ARPROT  = 'b0;
    ARVALID = 'b0;
    RREADY  = 'b0;
  endtask;
  task write(logic [ADDR_WIDTH - 1 : 0] addr, logic [DATA_WIDTH - 1 : 0] data);
    @(posedge clk);
    AWVALID <= 1'b1;
    AWADDR <= addr;
    @(posedge clk iff AWREADY == 1'b1);
    AWVALID <= 1'b0;
    WVALID <= 1'b1;
    WDATA <= data;
    @(posedge clk iff WREADY == 1'b1);
    WVALID <= 1'b0;
    @(posedge clk iff BVALID == 1'b1);
    BREADY <= 1'b1;
    @(posedge clk);
    BREADY <= 1'b0;
  endtask
  task read(logic [ADDR_WIDTH - 1 : 0] addr, output logic [DATA_WIDTH - 1 : 0] data);
    ARVALID = 1'b1;
    ARADDR  = addr;
    @(posedge clk iff ARREADY == 1'b1);
    ARVALID = 1'b0;
    @(posedge clk iff RVALID == 1'b1);
    #0;
    RREADY = 1'b1;
    data = RDATA;
    @(posedge clk);
    #0;
    RREADY = 1'b0;
  endtask
  // synthesis translate_on
endinterface  
interface IAXIStream #(
  parameter DATA_WIDTH = 64
);
  // synthesis translate_off
  logic clk;
  // synthesis translate_on
  logic [DATA_WIDTH - 1 : 0] tdata;
  logic                      tvalid;
  logic                      tready;
  modport in (
    input tdata, tvalid,
    output tready
  );
  modport out (
    input tready,
    output tdata, tvalid
  );
  // synthesis translate_off
  task master_init();
    tdata  = 'b0;
    tvalid = 'b0;
  endtask
  task write(logic [DATA_WIDTH - 1 : 0] data);
    tdata  = data;
    tvalid = 1'b1;
    @(posedge clk iff tready == 1'b1);
    tdata  = 'b0;
    tvalid = 1'b0;
  endtask
  // synthesis translate_on
endinterface  
module encoder_emulator (
  input clk,
  input reset,
  output encoder_a,
  output encoder_b,
  IAXILite.in    CP
);
  typedef enum {
    s_idle,
    s_work
  } fsm_states;
  fsm_states   main_fsm;
  logic [ 1:0] encoder_val;               
  logic        clk_div_cnt_ov;
  logic [15:0] clk_div_cnt;
  logic [ 1:0] increment_value;
  logic [ 1:0] decrement_value;
  logic        change_encoder;
  logic [63:0] position = 0;
  logic [63:0] new_position;
  logic        clear_position;
  logic [63:0] end_value;
  logic [15:0] clk_divider;
  logic        clk_divider_upd;
  logic        direction;
  logic [ 7:0] addr_reg;
  parameter p_end_value_addr    = 8'h00;
  parameter p_clk_divider_addr  = 8'h10;
  parameter p_direction_addr    = 8'h20;
  function logic[1:0] f_inc_val(logic [1:0] val);
      case (val)
          2'b00 : 
              return 2'b01;
          2'b11 :
              return 2'b10;
          2'b01 :
              return 2'b11;
          default :
              return 2'b00;
      endcase
  endfunction
  function logic[1:0] f_dec_val(logic [1:0] val);
      case (val)
          2'b00 : 
              return 2'b10;
          2'b10 :
              return 2'b11;
          2'b11 :
              return 2'b01;
          default :
              return 2'b00;
      endcase
  endfunction
  assign {encoder_b, encoder_a} = encoder_val;
  assign change_encoder = clk_div_cnt_ov;
  assign clk_div_cnt_ov = (clk_div_cnt + 1 >= clk_divider) ? 1'b1 : 1'b0;
  always_ff @(posedge clk, posedge reset) begin
    if (reset == 1'b1) begin
      clk_div_cnt <= 16'd0;
    end else begin
      if (clk_divider_upd == 1'b1 || clk_div_cnt_ov == 1'b1) begin
        clk_div_cnt <= 16'd0;
      end else begin
        clk_div_cnt <= clk_div_cnt + 16'd1;
      end
    end
  end
  always_ff @(posedge clk, posedge reset) begin
    if (reset == 1'b1) begin
      main_fsm <= s_idle;
      encoder_val <= 2'd0;
    end else begin
      case (main_fsm)
        s_idle : begin
          if (clear_position == 1'b1) begin
            encoder_val <= 2'd0;
            main_fsm <= s_work;
          end
        end
        s_work : begin
          if (position < end_value) begin
            if (change_encoder == 1'b1 && direction == 1'b0) begin
              encoder_val <= f_inc_val(encoder_val);
            end else if (change_encoder == 1'b1) begin
              encoder_val <= f_dec_val(encoder_val);
            end
          end else if (change_encoder == 1'b1) begin
            main_fsm <= s_idle;
          end
        end
        default: begin
          main_fsm <= s_idle;
        end
      endcase
    end
  end
  always_ff @(posedge clk, posedge reset) begin
    if (reset == 1'b1) begin
      position <= 64'd0;
    end else begin
      if (clear_position == 1'b1) begin
        position <= 64'd0;
      end else if (change_encoder == 1'b1) begin
        position <= position + 'd1;
      end
    end
  end
  assign CP.RRESP = 2'b00;
  assign CP.ARREADY = 1'b1;
  always_ff @(posedge clk, posedge reset) begin
    if (reset == 1'b1) begin
      CP.RVALID <= 1'b0;
    end else begin
      if (CP.RREADY == 1'b1) begin
        CP.RVALID <= 1'b0;
      end
      if (CP.ARVALID == 1'b1) begin
        CP.RVALID <= 1'b1;
        CP.RDATA <= position;
      end
    end
  end
  assign CP.BRESP = 2'b00;
  assign CP.AWREADY = 1'b1;
  always_ff @(posedge clk, posedge reset) begin
    if (reset == 1'b1) begin
      CP.BVALID <= 1'b0;
      CP.AWREADY <= 1'b0;
      clear_position <= 1'b0;
      addr_reg <= 'd0;
      end_value <= 64'd0;
      direction <= 1'b0;
      clk_divider_upd <= 1'b0;
      clk_divider <= 16'd0;
    end else begin
      if (CP.AWVALID == 1'b1) begin
        addr_reg <= CP.AWADDR;
      end
      if (CP.WREADY == 1'b1) begin
        CP.WREADY <= 1'b0;
      end else if (CP.AWVALID == 1'b1) begin
        CP.WREADY <= 1'b1;
      end
      if (CP.WVALID == 1'b1 && CP.WREADY == 1'b1) begin
        CP.BVALID <= 1'b1;
      end else if (CP.BREADY == 1'b1) begin
        CP.BVALID <= 1'b0;
      end
      if (CP.WVALID == 1'b1 && CP.WREADY == 1'b1 && addr_reg == p_end_value_addr) begin
        clear_position <= 1'b1;
        end_value <= CP.WDATA;
      end else begin
        clear_position <= 1'b0;
      end
      if (CP.WVALID == 1'b1 && CP.WREADY == 1'b1 && addr_reg == p_direction_addr) begin
        direction <= CP.WDATA[0];
      end
      if (CP.WVALID == 1'b1 && CP.WREADY == 1'b1 && addr_reg == p_clk_divider_addr) begin
        clk_divider_upd <= 1'b1;
        clk_divider <= CP.WDATA;
      end else begin
        clk_divider_upd <= 1'b0;
      end
    end
  end
endmodule
module encoder_emulator_wrap(
  input clk,
  input reset,
  output encoder_a,
  output encoder_b,
  input  [ 7:0] CP_AWADDR,
  input  [ 2:0] CP_AWPROT,
  input         CP_AWVALID,
  output        CP_AWREADY,
  input  [63:0] CP_WDATA,
  input  [ 7:0] CP_WSTRB,
  input         CP_WVALID,
  output        CP_WREADY,
  output [ 1:0] CP_BRESP,
  output        CP_BVALID,
  input         CP_BREADY,
  input  [ 7:0] CP_ARADDR,
  input  [ 2:0] CP_ARPROT,
  input         CP_ARVALID,
  output        CP_ARREADY,
  output [63:0] CP_RDATA,
  output [ 1:0] CP_RRESP,
  output        CP_RVALID,
  input         CP_RREADY
);
  IAXILite   #(.DATA_WIDTH(64), .ADDR_WIDTH(8)) CP();
  assign CP.AWADDR  = CP_AWADDR;
  assign CP.AWPROT  = CP_AWPROT;
  assign CP.AWVALID = CP_AWVALID;
  assign CP_AWREADY = CP.AWREADY;
  assign CP.WDATA  = CP_WDATA;
  assign CP.WSTRB  = CP_WSTRB;
  assign CP.WVALID = CP_WVALID;
  assign CP_WREADY = CP.WREADY;
  assign CP_BRESP  = CP.BRESP;
  assign CP_BVALID = CP.BVALID;
  assign CP.BREADY = CP_BREADY;
  assign CP.ARADDR  = CP_ARADDR;
  assign CP.ARPROT  = CP_ARPROT;
  assign CP.ARVALID = CP_ARVALID;
  assign CP_ARREADY = CP.ARREADY;
  assign CP_RDATA  = CP.RDATA;
  assign CP_RRESP  = CP.RRESP;
  assign CP_RVALID = CP.RVALID;
  assign CP.RREADY = CP_RREADY;
  encoder_emulator encoder_emulator_inst (
    .clk        (clk),
    .reset      (reset),
    .encoder_a  (encoder_a),
    .encoder_b  (encoder_b),
    .CP         (CP)
  );
endmodule
==> flow_summary.json <==
{
  "period_needed_ps": 4060,
  "maxClockFrequency_mhz": 246,
  "via_per_inst": 4.87,
  "n_fill_cell": 2424,
  "wl_per_cell_um": 15.1,
  "core.rowCount": 61,
  "syn2layout_area_growth_pct": 23.9,
  "detail-route-antenna-nets": 0,
  "yosysMostFrequentCell": "dfrtp_1",
  "clock_latency_ps": 530,
  "syn_avg_cell_area_um2": 10.7,
  "p_leak_nw": 6.58,
  "required_ps": 5790,
  "crit_path_end": "encoder_emulator_inst.position[23]$_DFFE_PP0P_",
  "min_path_cells": 1,
  "r2r_start": "encoder_emulator_inst.clk_div_cnt[0]$_DFF_PP0_",
  "holdBufCountCts": 0,
  "cts_tree": "done",
  "synth-edff-count": 65,
  "power.density_nw_per_um2": 288,
  "cts_setup_buffers": 0,
  "die_w_um": 172,
  "dieArea_um2": 29700,
  "worstPathMaxFanout": 17,
  "dpl_cell_area_um2": 13500,
  "status": "finished clean",
  "ys_chip_area_um2": 11600,
  "clk_path_buf_depth": 3,
  "ys_cells": 1080,
  "cts_resized": 0,
  "cp.arrival_ps": 4450,
  "cp-start-kind": "register",
  "grt_pass1_vias": 7708,
  "slew_headroom_pct": 46.4,
  "layout.area.seq_um2": 6380,
  "ys_seq_share_pct": 55.1,
  "ys_seq_elements": 242,
  "comb_power_share_pct": 7.7,
  "reg2reg_depth": 13,
  "fp_util_pct": 41.2,
  "drtIter0Drc": 469,
  "antenna_found_initial": 0,
  "rsz0062_at_grt": "false",
  "top_area_share_pct": 38.0,
  "p_int_mw": 3.22,
  "r2r_slack_ps": 1340,
  "overflow": 0,
  "drc_errors": 0,
  "setup_viol": 0,
  "detail_route.first_pass.iterations": 4,
  "hold_class": "reg -> reg",
  "final_util_pct": 51.0,
  "cts_buffers": 28,
  "endpoint_kind": "register",
  "die_h_um": 172,
  "reg_top3": "encoder_emulator_inst.CP.RDATA x64, encoder_emulator_inst.end_value x64, encoder_emulator_inst.position x64",
  "flop_cell": "dfrtp_1",
  "yosys_warnings": 0,
  "tool_warnings": 49,
  "postLayoutCellArea_um2": 14400,
  "clockRootBuffer": "clkbuf_16",
  "worstSetupPathType": "reg -> reg",
  "port_buffers": 147,
  "grt_pass1_wl_mm": 40.6,
  "synth_cell_types": 56,
  "drv_cap": 0,
  "worst_slew_pin_slew_ps": 803,
  "combGateArea_um2": 4680,
  "worstSetupStartpoint": "encoder_emulator_inst.clk_div_cnt[0]$_DFF_PP0_",
  "syn_area_um2": 11600,
  "gr-usage-all-layers_pct": 18.2,
  "clockPowerShare_pct": 43.5,
  "slew_violations": 0,
  "peakVddDrop_v": 0.000218,
  "synthTopCellsByCount": "dfrtp_1, nand2_1, inv_1",
  "finalSetupTns_ps": 0,
  "ios": 176,
  "switching_power_uw": 918,
  "n_antenna_cell": 0,
  "final_hold_viol_count": 0,
  "gp_congestion": 0.833,
  "finalWirelength_mm": 24.6,
  "clock_sinks": 242,
  "grt_start_max_net_pins": 112,
  "drive_gt1_share_pct": 7.50,
  "coreArea_um2": 28200,
  "top_area_cell": "dfrtp_1",
  "clk_pin_slew_ps": 60,
  "synth_cells": 1080,
  "htreeDepth": 1,
  "post-dp-hpwl_mm": 16.8,
  "fin_skew_ps": 10.0,
  "r2r_end": "encoder_emulator_inst.position[23]$_DFFE_PP0P_",
  "layout_worst_path_cycle_share_pct": 75.2,
  "ys_async_sr_fraction_pct": 73.1,
  "p_sw_share_pct": 22.2,
  "vias": 7935,
  "power_frac_seq_pct": 48.8,
  "area_leaders": "dfrtp_1, edfxtp_1, ha_1, o21ai_0, nand2_1"
}
## area by class of cell
| class | count | share of cell area (%) |
|---|---|---|
| Inverter | 96 | 2.53 |
| Clock buffer | 49 | 6.13 |
| Clock inverter | 3 | 0.105 |
| Multi-Input combinational cell | 705 | 32.6 |
| Timing Repair Buffer | 158 | 10.9 |
| Sequential cell | 242 | 44.4 |
| Tap cell | 378 | 3.29 |
## worst max-delay path, stage by stage (launching register included)
cell     delay, ps
dfrtp_1        400
ha_1           200
nand3_1        140
nor2_1         370
nand4_1        170
xnor2_1        180
ha_1           310
nand4_1        140
nor3_1         370
o311a_1        450
o31a_1         730
nand3_1        210
xor2_1         200
nor2_1          60
## placed cells by master (no fill, tap or decap), drive strengths merged, types with 6 or more instances in the layout
cell type and n:
clkbuf 49, a21oi 38, and4 12, edfxtp 65, mux2 10, conb 6, nor2b 16, xnor2 37
o21ai 98, nor4 11, nand4 31, and3 11, nor2 78, nand3 39, nor3 25, nand2 125
clkdlybuf4s50 147, xor2 38, buf 11, ha 81, dfrtp 176, inv 95
## routing by layer
| layer | vias up | global-route usage, % | share of wire (%) |
|---|---|---|---|
| met4 | 0 | 2.92 | 1.8 |
| met2 | 157 | 26.8 | 44 |
| met5 | - | 0 | 0 |
| met3 | 34 | 2.84 | 5.0 |
| li1 | 4012 | - | - |
| met1 | 3732 | 30.3 | 49 |
## worst min-delay path by stage
| stage | from | end |
|---|---|---|
| 4_1_cts | encoder_emulator_inst.CP.RVALID$_DFFE_PP0P_ | encoder_emulator_inst.CP.RVALID$_DFFE_PP0P_ |
| 5_1_grt | encoder_emulator_inst.CP.RVALID$_DFFE_PP0P_ | encoder_emulator_inst.CP.RVALID$_DFFE_PP0P_ |
| 6_report | encoder_emulator_inst.CP.RVALID$_DFFE_PP0P_ | encoder_emulator_inst.CP.RVALID$_DFFE_PP0P_ |
## power by group through the flow
stage	Clock, mW	Sequential, mW	Combinational (mW)
4_1_cts	1.86	2.02	0.324
5_1_grt	1.93	2.03	0.370
6_report	1.80	2.02	0.317
## metrics by stage
step / power (mW) / hold slack (ps) / instances / worst slack, ps
final: 4.14 / 484 / 1631 / 1340
after global routing: 4.33 / 505 / 1631 / 859
after CTS: 4.20 / 487 / 1631 / 1330
after detailed placement: 2.37 / 472 / 1579 / 1370
after global placement: 2.37 / 460 / 1579 / 1380
after floorplan: 2.24 / 429 / 1084 / 963
## kinds of logic after synthesis
family / Yosys count / synth area share, %
buf+inv: 137 / 4.78
flops: 242 / 55.1
xor+xnor: 75 / 5.67
simple gates: 369 / 16.5
other cells: 2 / 0.0648
compound gates: 161 / 7.89
fa+ha+maj: 81 / 8.74
mux: 13 / 1.23
Power figures rest on the tool's default switching activity, not on a simulated workload.
