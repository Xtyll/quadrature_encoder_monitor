**flow/config.mk**
```make
export PLATFORM = sky130hd
export DESIGN_NAME = encoder_monitor_wrap
export DESIGN_NICKNAME = encoder_monitor_wrap
export VERILOG_FILES = /design/flow/design.v
export SDC_FILE = /design/flow/constraint.sdc
export NUM_CORES = 4
export LEC_CHECK = 1
export CORE_UTILIZATION = 50
export SYNTH_HDL_FRONTEND = slang
```
**flow/constraint.sdc**
```tcl
current_design encoder_monitor_wrap

set clk_period 20.4
set clk_io_pct 0.2

create_clock -name clk0 -period $clk_period [get_ports {clk}]

set non_clock_inputs [all_inputs -no_clocks]
set_input_delay [expr $clk_period * $clk_io_pct] -clock clk0 $non_clock_inputs
set_output_delay [expr $clk_period * $clk_io_pct] -clock clk0 [all_outputs]
```
**flow/run.sh**
```bash
#!/bin/bash
# OpenROAD 26Q1-2900-gdf79404cd8, Yosys 0.63+post, stock flow scripts
make -C /OpenROAD-flow-scripts/flow DESIGN_CONFIG=/design/flow/config.mk WORK_HOME=/design/flow/orfs finish
```
**flow/design.v**
```verilog
interface IAXILite #(
  parameter ADDR_WIDTH = 16,
  parameter DATA_WIDTH = 32
);
  // synthesis translate_off
  logic clk;
  // synthesis translate_on
  logic [ADDR_WIDTH - 1    :0] AWADDR;
  logic [2:0]                  AWPROT;
  logic                        AWVALID;
  logic                        AWREADY;
  logic [DATA_WIDTH - 1    :0] WDATA;
  logic [DATA_WIDTH / 8 - 1:0] WSTRB;
  logic                        WVALID;
  logic                        WREADY;
  logic [1:0]                  BRESP;
  logic                        BVALID;
  logic                        BREADY;
  logic [ADDR_WIDTH - 1    :0] ARADDR;
  logic [2:0]                  ARPROT;
  logic                        ARVALID;
  logic                        ARREADY;
  logic [DATA_WIDTH - 1    :0] RDATA;
  logic [1:0]                  RRESP;
  logic                        RVALID;
  logic                        RREADY;
  modport out (
    input AWREADY, WREADY, BRESP, BVALID, ARREADY, RDATA, RRESP, RVALID,
    output AWADDR, AWPROT, AWVALID, WDATA, WSTRB, WVALID, BREADY, ARADDR, ARPROT, ARVALID, RREADY
  );
  modport in (
    input AWADDR, AWPROT, AWVALID, WDATA, WSTRB, WVALID, BREADY, ARADDR, ARPROT, ARVALID, RREADY,
    output AWREADY, WREADY, BRESP, BVALID, ARREADY, RDATA, RRESP, RVALID
  );
  // synthesis translate_off
  task master_init();
    AWADDR  = 'b0;
    AWPROT  = 'b0;
    AWVALID = 'b0;
    WDATA   = 'b0;
    WSTRB   = 'b0;
    WVALID  = 'b0;
    BREADY  = 'b0;
    ARADDR  = 'b0;
    ARPROT  = 'b0;
    ARVALID = 'b0;
    RREADY  = 'b0;
  endtask;
  task write(logic [ADDR_WIDTH - 1 : 0] addr, logic [DATA_WIDTH - 1 : 0] data);
    @(posedge clk);
    AWVALID <= 1'b1;
    AWADDR <= addr;
    @(posedge clk iff AWREADY == 1'b1);
    AWVALID <= 1'b0;
    WVALID <= 1'b1;
    WDATA <= data;
    @(posedge clk iff WREADY == 1'b1);
    WVALID <= 1'b0;
    @(posedge clk iff BVALID == 1'b1);
    BREADY <= 1'b1;
    @(posedge clk);
    BREADY <= 1'b0;
  endtask
  task read(logic [ADDR_WIDTH - 1 : 0] addr, output logic [DATA_WIDTH - 1 : 0] data);
    ARVALID = 1'b1;
    ARADDR  = addr;
    @(posedge clk iff ARREADY == 1'b1);
    ARVALID = 1'b0;
    @(posedge clk iff RVALID == 1'b1);
    #0;
    RREADY = 1'b1;
    data = RDATA;
    @(posedge clk);
    #0;
    RREADY = 1'b0;
  endtask
  // synthesis translate_on
endinterface  
interface IAXIStream #(
  parameter DATA_WIDTH = 64
);
  // synthesis translate_off
  logic clk;
  // synthesis translate_on
  logic [DATA_WIDTH - 1 : 0] tdata;
  logic                      tvalid;
  logic                      tready;
  modport in (
    input tdata, tvalid,
    output tready
  );
  modport out (
    input tready,
    output tdata, tvalid
  );
  // synthesis translate_off
  task master_init();
    tdata  = 'b0;
    tvalid = 'b0;
  endtask
  task write(logic [DATA_WIDTH - 1 : 0] data);
    tdata  = data;
    tvalid = 1'b1;
    @(posedge clk iff tready == 1'b1);
    tdata  = 'b0;
    tvalid = 1'b0;
  endtask
  // synthesis translate_on
endinterface  
module encoder_monitor (
  input clk,
  input reset,
  input encoder_a,
  input encoder_b,
  IAXILite.in    CP,
  IAXIStream.out MSG
);
  typedef enum {
    s_idle,
    s_work
  } fsm_states;
  fsm_states  main_fsm;
  logic [1:0] encoder_val;               
  logic [1:0] encoder_val_z   = 2'b00;
  logic [1:0] encoder_val_zz  = 2'b00;
  logic [1:0] encoder_val_zzz = 2'b00;
  logic [1:0] increment_value;
  logic [1:0] decrement_value;
  logic       change_encoder;
  logic       change_encoder_z;
  logic [63:0] position = 0;
  logic [63:0] new_position;
  logic        set_position;
  function logic[1:0] f_inc_val(logic [1:0] val);
      case (val)
          2'b00 : 
              return 2'b01;
          2'b11 :
              return 2'b10;
          2'b01 :
              return 2'b11;
          default :
              return 2'b00;
      endcase
  endfunction
  function logic[1:0] f_dec_val(logic [1:0] val);
      case (val)
          2'b00 : 
              return 2'b10;
          2'b10 :
              return 2'b11;
          2'b11 :
              return 2'b01;
          default :
              return 2'b00;
      endcase
  endfunction
  assign encoder_val = {encoder_b, encoder_a};
  always_ff @(posedge clk) begin
    encoder_val_zzz <= encoder_val_zz;
    encoder_val_zz <= encoder_val_z;
    encoder_val_z <= encoder_val;
  end
  assign change_encoder = (encoder_val_zzz != encoder_val_zz) ? 1'b1 : 1'b0;
  always_ff @(posedge clk, posedge reset) begin
    if (reset == 1'b1) begin
      main_fsm <= s_idle;
    end else begin
      case (main_fsm)
        s_idle : begin
          increment_value <= f_inc_val(encoder_val_zz);
          decrement_value <= f_dec_val(encoder_val_zz);
          main_fsm <= s_work;
        end
        s_work : begin
          if (change_encoder == 1'b1) begin
            increment_value <= f_inc_val(encoder_val_zz);
            decrement_value <= f_dec_val(encoder_val_zz);
          end
        end
        default: begin
          main_fsm <= s_idle;
        end
      endcase
    end
  end
  always_ff @(posedge clk, posedge reset) begin
    if (reset == 1'b1) begin
      position <= 64'd0;
    end else begin
      if (set_position == 1'b1) begin
        position <= new_position;
      end else if (change_encoder == 1'b1 && encoder_val_zz == increment_value) begin
        position <= position + 'd1;
      end else if (change_encoder == 1'b1 && encoder_val_zz == decrement_value) begin
        position <= position - 'd1;
      end else if (change_encoder == 1'b1) begin
        position <= position;
        // synthesis translate_off
        $error(">>> %0tfs | Unexpected encoder sequence!", $time);
        // synthesis translate_on
      end
    end
  end
  always_ff @(posedge clk, posedge reset) begin
    if (reset == 1'b1) begin
      change_encoder_z <= 1'b0;
    end else begin
      change_encoder_z <= change_encoder;
    end
  end
  always_ff @(posedge clk, posedge reset) begin
    if (reset == 1'b1) begin
      MSG.tvalid <= 1'b0;
    end else begin
      if (MSG.tready == 1'b1) begin
        MSG.tvalid <= 1'b0;
      end
      if (change_encoder_z == 1'b1 && (MSG.tvalid == 1'b0 || MSG.tready == 1'b1)) begin
        MSG.tdata <= position;
        MSG.tvalid <= 1'b1;
      end
    end
  end
  assign CP.RRESP = 2'b00;
  assign CP.ARREADY = 1'b1;
  always_ff @(posedge clk, posedge reset) begin
    if (reset == 1'b1) begin
      CP.RVALID <= 1'b0;
    end else begin
      if (CP.RREADY == 1'b1) begin
        CP.RVALID <= 1'b0;
      end
      if (CP.ARVALID == 1'b1) begin
        CP.RVALID <= 1'b1;
        CP.RDATA <= position;
      end
    end
  end
  assign CP.BRESP = 2'b00;
  assign CP.AWREADY = 1'b1;
  assign CP.WREADY = 1'b1;
  always_ff @(posedge clk, posedge reset) begin
    if (reset == 1'b1) begin
      CP.BVALID <= 1'b0;
      set_position <= 1'b0;
    end else begin
      if (CP.WVALID == 1'b1) begin
        CP.BVALID <= 1'b1;
      end else if (CP.BREADY == 1'b1) begin
        CP.BVALID <= 1'b0;
      end
      if (CP.WVALID == 1'b1) begin
        set_position <= 1'b1;
        new_position <= CP.WDATA;
      end else begin
        set_position <= 1'b0;
      end
    end
  end
endmodule
module encoder_monitor_wrap(
  input clk,
  input reset,
  input encoder_a,
  input encoder_b,
  input  [ 3:0] CP_AWADDR,
  input  [ 2:0] CP_AWPROT,
  input         CP_AWVALID,
  output        CP_AWREADY,
  input  [63:0] CP_WDATA,
  input  [ 7:0] CP_WSTRB,
  input         CP_WVALID,
  output        CP_WREADY,
  output [ 1:0] CP_BRESP,
  output        CP_BVALID,
  input         CP_BREADY,
  input  [ 3:0] CP_ARADDR,
  input  [ 2:0] CP_ARPROT,
  input         CP_ARVALID,
  output        CP_ARREADY,
  output [63:0] CP_RDATA,
  output [ 1:0] CP_RRESP,
  output        CP_RVALID,
  input         CP_RREADY,
  output [63:0] tdata,
  output        tvalid,
  input         tready
);
  IAXILite   #(.DATA_WIDTH(64), .ADDR_WIDTH(4)) CP();
  IAXIStream #(.DATA_WIDTH(64))                 MSG();
  assign CP.AWADDR  = CP_AWADDR;
  assign CP.AWPROT  = CP_AWPROT;
  assign CP.AWVALID = CP_AWVALID;
  assign CP_AWREADY = CP.AWREADY;
  assign CP.WDATA  = CP_WDATA;
  assign CP.WSTRB  = CP_WSTRB;
  assign CP.WVALID = CP_WVALID;
  assign CP_WREADY = CP.WREADY;
  assign CP_BRESP  = CP.BRESP;
  assign CP_BVALID = CP.BVALID;
  assign CP.BREADY = CP_BREADY;
  assign CP.ARADDR  = CP_ARADDR;
  assign CP.ARPROT  = CP_ARPROT;
  assign CP.ARVALID = CP_ARVALID;
  assign CP_ARREADY = CP.ARREADY;
  assign CP_RDATA  = CP.RDATA;
  assign CP_RRESP  = CP.RRESP;
  assign CP_RVALID = CP.RVALID;
  assign CP.RREADY = CP_RREADY;
  assign tdata  = MSG.tdata;
  assign tvalid = MSG.tvalid;
  assign MSG.tready = tready;
  encoder_monitor encoder_monitor_inst (
    .clk        (clk),
    .reset      (reset),
    .encoder_a  (encoder_a),
    .encoder_b  (encoder_b),
    .CP         (CP),
    .MSG        (MSG)
  );
endmodule
```
==> impl_metrics.csv <==
group,metric,value,unit
run_status,status,"finished clean",
yosys,ys_area,13100,um2
worst_setup_path,crit_path_top_delay_cell,"buf_4",
yosys,synth_area_per_cell,12.5,um2
drt,vias,8739,
die,fp_util,0.515,
clock_tree,ctsRootBufferMaster,"clkbuf_16",
worst_setup_path,endpoint_kind,"register",
worst_setup_path,r2r_end,"encoder_monitor_inst.position[58]",
final_timing,grt_setup_unrepaired,"false",
clock_tree,cts_setup_buffers,0,
drt,first_pass_iters,5,
worst_setup_path,rr_worst_depth,16,
clock_tree,clock_latency,0.55,ns
die,chipHeight,164,um
die,die_area,26900,um2
yosys,synth-main-ff-cell,"edfxtp_1",
finish,area_growth_syn_to_layout,24.6,%
worst_setup_path,start_kind,"input pin",
worst_setup_path,path_max_fanout,42,
die,rows,58,
global_route,grt_pass1_wl,45800,um
worst_setup_path,critPathRequiredTime,20.57,ns
power_and_ir_drop,p_leak,6.20,nW
final_timing,fin_hold_ws,0.326,ns
drt,ant_nets,0,
worst_setup_path,crit_chain,"clkdlybuf4s50_1 > nor2b_4 > buf_4",
global_route,grt_max_degree,61,
yosys,ys_cells,1047,
yosys,synthArstFlopShare,0.260,
final_timing,fin_tns_setup,0,ns
global_route,grt_use_total,0.235,
final_timing,fmax,172,MHz
worst_setup_path,critPathMaxStageDelay,0.66,ns
worst_setup_path,crit_end,"encoder_monitor_inst.new_position[24]",
yosys,yosys_warnings,0,
final_timing,finClkSkew,0.0201,ns
power_and_ir_drop,power_density,125,nW/um2
worst_setup_path,path_class,"in -> reg",
final_timing,setup-violations-final,0,
placed_design,dp_hpwl,19900,um
final_timing,tightestPinTransition,0.804,ns
global_route,first_global_vias,8616,
clock_tree,ctsResizeCount,0,
job,warning_count,52,
power_and_ir_drop,max-vdd-ir-drop,0.0958,mV
job,drv_cap,0,
yosys,netlist_area,13100,um2
worst_setup_path,crit_start,"reset",
drt,wl_per_cell,17.9,um
clock_tree,htree_levels,1,
clock_tree,clk_pin_slew,0.06,ns
finish,layout-drive-gt1-share,0.108,
yosys,ys_seq_elements,273,
worst_setup_path,worstReg2RegStart,"encoder_monitor_inst.encoder_val_zz[1]",
final_timing,period_needed,5.80,ns
die,core,25500,um2
worst_setup_path,r2r_slack,15.29,ns
drt,drt-initial-drc-count,551,
global_route,grt_overflow,0,
placed_design,place.gp.congestion,0.883,
drt,routed_wl,28600,um
drt,vias_per_cell,5.47,
die,ios,234,
clock_tree,ctsHoldBuffers,0,
yosys,synthDistinctLibCells,73,
clock_tree,clock_path_buffers,3,
global_route,grt_antenna_before_repair,2,
placed_design,numPortBuffers,203,
clock_tree,cts_sinks,273,
worst_setup_path,critPathArrivalTime,5.97,ns
clock_tree,cts_tree,"yes",
yosys,edf_count,196,
die,die-width,164,um
final_timing,timing.final.crit_share,0.284,
drt,remaining_drc_errors,0,
final_timing,final_hold_viol_count,0,
finish,fin_util,0.641,
yosys,ys_seq_frac,0.593,
final_timing,maxSlewHeadroom,0.464,
yosys,synth_cells,1047,
clock_tree,cts_made_buffers,28,
final_timing,drv_slew,0,
hold_path,hold_path_class,"reg -> reg",
-- metrics by stage --
| stage | setup WS [ns] | power (mW) | std cells | cell area [um2] |
|---|---|---|---|---|
| floorplan | 11.03 | 1.31 | 1053 | 13100 |
| global placement | 14.02 | 1.52 | 1543 | 15400 |
| detailed placement | 14.01 | 1.52 | 1543 | 15400 |
| CTS | 14.57 | 2.05 | 1595 | 16300 |
| global route | 14.48 | 2.17 | 1595 | 16300 |
| finish | 14.60 | 2.04 | 1597 | 16300 |
-- sequential cells by signal, summed over array words and instances (netlist names) --
register,cells
encoder_monitor_inst.MSG.tdata,64
encoder_monitor_inst.CP.RDATA,64
encoder_monitor_inst.MSG.tvalid,1
encoder_monitor_inst.CP.RVALID,1
encoder_monitor_inst.change_encoder_z,1
encoder_monitor_inst.main_fsm,2
encoder_monitor_inst.position,64
encoder_monitor_inst.CP.BVALID,1
encoder_monitor_inst.encoder_val_zz,2
encoder_monitor_inst.new_position,64
encoder_monitor_inst.decrement_value,2
encoder_monitor_inst.encoder_val_z,2
encoder_monitor_inst.set_position,1
encoder_monitor_inst.increment_value,2
encoder_monitor_inst.encoder_val_zzz,2
-- per-layer routing --
metal | GRT usage | wire [um]
met1 | 0.393 | 13200
met2 | 0.346 | 13100
met3 | 0.0618 | 2060
met4 | 0.0261 | 325
met5 | 0 | 11
-- layout by cell type (no fill, tap or decap), types with 36 or more instances in the layout --
| cell type | instances |
|---|---|
| mux2_2 | 48 |
| nand2_1 | 56 |
| ha_1 | 65 |
| xnor2_1 | 36 |
| a21oi_1 | 114 |
| o21ai_0 | 38 |
| a21o_1 | 42 |
| edfxtp_1 | 196 |
| dfrtp_1 | 69 |
| nor2_1 | 63 |
| clkdlybuf4s50_1 | 203 |
-- cells in the mapped netlist, drive strengths merged (8+ instances only) --
master	n	area [um2]
nand4	15	93.8
and3	9	67.6
a31oi	8	50.1
xor2	29	254
nor3	15	75.1
and2	10	66.3
ha	65	813
nand3	16	85.1
clkbuf	36	209
a21oi	116	588
o21ai	48	248
nand2	58	220
nor2	63	236
nor2b	10	62.6
a21o	43	324
dfrtp	70	1750
a221oi	9	78.8
xnor2	36	315
o21bai	16	120
inv	32	120
edfxtp	196	5890
buf	17	121
mux2	48	541
-- worst min path at each step --
stage,from,to,cells after the start
after CTS,encoder_monitor_inst.encoder_val_z[1],encoder_monitor_inst.encoder_val_zz[1],0
after global routing,encoder_monitor_inst.encoder_val_z[1],encoder_monitor_inst.encoder_val_zz[1],0
final,encoder_monitor_inst.encoder_val_z[1],encoder_monitor_inst.encoder_val_zz[1],0
-- worst max-delay path: cells and delay by family --
family / cells / cell delay [ns]
and+or+nand+nor: 1 / 0.63
buffers and inverters: 2 / 1.23
-- where the power goes --
part	switching (mW)	internal, mW	leakage (nW)	total, mW
registers	0.0641	0.702	2.69	0.767
logic	0.404	0.346	3.04	0.750
clock network	0.206	0.315	0.474	0.521
total	0.675	1.36	6.20	2.04
-- cells by family (layout without fill, tap and decap cells) --
logic type / count (synthesis) / count (layout) / share of synthesized area
buffers and inverters: 86 / 298 / 0.0351
AOI/OAI and AO/OA: 290 / 290 / 0.142
xor gates and xnor gates: 65 / 65 / 0.0434
and+or+nand+nor: 216 / 216 / 0.0803
adders and majority gates: 66 / 66 / 0.0635
other: 2 / 10 / 0.000573
DFF: 273 / 273 / 0.593
muxes: 49 / 49 / 0.0420
-- final cells by class --
class	count	area, um2
timing repair buffer	214	2110
inverter	32	121
clock buffer	40	850
clock inverter	12	120
fill	1924	9130
tap	330	413
sequential	273	7790
multi-input combinational	694	4930
antenna	2	5.00
Power figures rest on the tool's default switching activity, not on a simulated workload.
